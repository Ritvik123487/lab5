### ./constraint.sdc
current_design part1

set clk_period 1.5
set clk_io_pct 0.2

create_clock -name clk0 -period $clk_period [get_ports {Clock}]

set non_clock_inputs [all_inputs -no_clocks]
set_input_delay [expr $clk_period * $clk_io_pct] -clock clk0 $non_clock_inputs
set_output_delay [expr $clk_period * $clk_io_pct] -clock clk0 [all_outputs]
### ./run.sh
#!/bin/bash
# OpenROAD 26Q1-2900-gdf79404cd8, Yosys 0.63+post, stock flow scripts
make -C /OpenROAD-flow-scripts/flow DESIGN_CONFIG=/design/flow/config.mk WORK_HOME=/design/flow/orfs finish
### ./design.v
module part1 (
  input Clock,
  input Enable,
  input Reset,
  output [7:0] CounterValue
);
  wire en1 = Enable&CounterValue[0];
  wire en2 = en1&CounterValue[1];
  wire en3 = en2&CounterValue[2];
  wire en4 = en3&CounterValue[3];
  wire en5 = en4&CounterValue[4];
  wire en6 = en5&CounterValue[5];
  wire en7 = en6&CounterValue[6];
  Tflipflop u1(Clock, Enable, Reset, CounterValue[0]);
  Tflipflop u2(Clock, en1, Reset, CounterValue[1]);
  Tflipflop u3(Clock, en2, Reset, CounterValue[2]);
  Tflipflop u4(Clock, en3, Reset, CounterValue[3]);
  Tflipflop u5(Clock, en4, Reset, CounterValue[4]);
  Tflipflop u6(Clock, en5, Reset, CounterValue[5]);
  Tflipflop u7(Clock, en6, Reset, CounterValue[6]);
  Tflipflop u8(Clock, en7, Reset, CounterValue[7]);
endmodule
module Tflipflop (Clock, Enable, Reset, Q);
  input Clock;
  input Enable;
  input Reset;
  output reg Q;
  wire Hold;
  assign Hold = Enable^Q;
  always@(posedge Clock)
  begin
    if (Reset) Q <= 1'b0;
    else Q <= Hold;
  end
endmodule
### ./config.mk
export PLATFORM = sky130hd
export DESIGN_NAME = part1
export DESIGN_NICKNAME = part1
export VERILOG_FILES = /design/flow/design.v
export SDC_FILE = /design/flow/constraint.sdc
export NUM_CORES = 4
export LEC_CHECK = 1
export CORE_AREA = 10 10 70 70
export DIE_AREA = 0 0 80 80
==> impl_metrics.py <==
# Synthesis and PnR figures
metrics = {
    "run_status": {
        "status": "finished with violations",
        "violations_in_the_final_reports": "negative setup slack",
    },
    "global_route": {
        "global_route_wire_length_before_repair_um": 1140,
        "grt_usage_pct": 2.30,
        "grt_overflow_total": 0,
        "maximum_number_of_pins_on_one_net_before_global_route_repair": 9,
        "antenna_found_initial": 0,
        "grt_pass1_vias": 267,
    },
    "final_layout": {
        "stdcell_area_sq_um": 598,
        "area_growth_syn_to_layout_pct": 64.3,
        "layout-drive-gt1-share_pct": 38.5,
        "final_util_pct": 17.5,
    },
    "logic_synthesis": {
        "post-synth-top-area-fraction_pct": 44.0,
        "netlist_area_sq_um": 364,
        "post_synth_inst_count": 32,
        "synth_top_flop_cell": "dfxtp_1",
        "syn_avg_cell_area_sq_um": 11.4,
        "ys_types": 6,
        "post_synth_tally_of_flip_flops_with_integrated_enable": 0,
        "sequential_share_of_the_synthesized_area_pct": 44.0,
        "postSynthRegisterBits": 8,
        "async_flop_share_pct": 0,
        "post-synth-top-area-cell": "dfxtp_1",
        "synth.yosys.chip_area_sq_um": 364,
        "ys_warnings": 1,
        "yosys-top-cells-area": "dfxtp_1 (44%), ha_1 (24%), buf_4 (16%), nor2b_1 (12%), xnor2_1 (2.4%)",
        "synth.yosys.num_cells": 32,
        "post_synth_most_frequent_cells": "buf_4 (8), dfxtp_1 (8), ha_1 (7), nor2b_1 (7)",
    },
    "power": {
        "ir_drop_uv": 338,
        "total_power_mw": 0.423,
        "power.static_leakage_nw": 0.221,
        "power.density_cell_area_mw_per_mm2": 707,
    },
    "timing": {
        "final_count_of_hold_timing_violations": 0,
        "layout_worst_path_cycle_share_pct": 115,
        "shortest_clock_period_the_worst_path_allows_after_layout_ns": 1.72,
        "achievable-frequency_ghz": 0.582,
        "timing.final.setup_violations": 3,
        "rsz0062_at_grt": "yes",
        "holdWs_ns": 0.533,
        "minimum_setup_slack_in_the_final_design_ns": -0.219,
        "final-max-slew-violation-count": 0,
        "fin_skew_ns": 0.00189,
        "maxSlewHeadroom_pct": 80.9,
        "max_slew.worst_pin.slew_ns": 0.286,
    },
    "clocking": {
        "cts_num_sinks": 8,
        "htreeDepth": 1,
        "cts_hold_repair.buffers": 0,
        "clk_ins_delay_skew_pair_ns": 0.25,
        "cts_max_path_buffers": 2,
        "cts.clk_slew.worst_paths_ns": 0.05,
        "tritoncts": "built",
        "cts_made_buffers": 3,
        "ctsRootBufferMaster": "clkbuf_4",
    },
    "setup_path": {
        "timing.rr.end": "u8.Q$_SDFF_PP0_",
        "arrival_time_worst_endpoint_ns": 1.85,
        "critical-path-top-delay-family": "adder cells",
        "timing.critical_path.required_ns": 1.63,
        "reg2reg_setup_slack_ns": -0.22,
        "crit_path_top_delay_cell": "dfxtp_2",
        "timing.critical_path.mode_cell": "ha_4",
        "worst_setup_path_start_kind": "register",
        "worstPathMaxFanout": 2,
        "critical_path_buf_inv_count": 0,
        "timing.rr.start": "u1.Q$_SDFF_PP0_",
        "path_class": "reg -> reg",
        "timing.critical_path.to_type": "register",
        "worst-r2r-cell-count": 9,
        "cpPeakStageDelay_ns": 0.33,
        "timing.critical_path.cells": "ha_4 > ha_4 > ha_4 > ha_4 > ha_4 > ha_4 > ha_4 > xnor2_2 > nor2_1",
    },
    "drt": {
        "dr.pass1.iters": 2,
        "ant_nets": 0,
        "post-route-drc-count": 0,
        "post_detailed_route_wirelength_per_cell_um": 7.56,
        "detail_route.antenna_diodes": 0,
        "postRouteWirelength_um": 643,
        "drt_first_iter_violations": 3,
        "vias_per_cell": 2.59,
        "route.vias.total": 220,
    },
    "place": {
        "detailedPlacementHpwl_um": 535,
        "pre_cts_slack_ns": -0.670,
        "postPlaceCellArea_sq_um": 558,
        "port-buffer-count": 10,
        "routability_congestion_estimate": 0.670,
    },
    "flow_run": {
        "cap_viol_max_count": 0,
        "log.warning_count": 28,
    },
    "die": {
        "num_io_pins": 11,
        "chip_area_sq_mm": 0.00640,
        "initCoreUtil_pct": 10.7,
        "std_cell_rows": 21,
        "floorplan.die.height_um": 80,
        "fp.coreArea_sq_mm": 0.00342,
        "die_width_um": 80,
    },
    "worst_hold_path": {
        "holdCritPathClass": "reg -> reg",
        "min_delay_path_depth": 2,
        "hold_path.startpoint": "u8.Q$_SDFF_PP0_",
        "whs_endpoint": "u8.Q$_SDFF_PP0_",
    },
}
-- sequential cells by signal (all words and copies together), names as in the netlist --
register  count
u1.Q          1
u2.Q          1
u3.Q          1
u4.Q          1
u5.Q          1
u6.Q          1
u7.Q          1
u8.Q          1
-- area by class of cell --
cell class | instances | area, sq um
flip-flops and latches | 8 | 163
repair buffers | 12 | 116
fillers | 391 | 2820
clock buffers | 3 | 22.5
multi-input cells | 16 | 239
well taps | 46 | 57.6
-- layer usage --
| metal | global-route usage, % | routed length [um] |
|---|---|---|
| met3 | 2.61 | 125 |
| met5 | 0 | 0 |
| met1 | 2.22 | 285 |
| met2 | 3.37 | 232 |
| met4 | 0.176 | 0 |
-- what timing repair did --
item,in CTS,in global routing
setup endpoints to repair,5,4
buffers inserted,0,1
resized,2,2
pin swaps,0,7
-- logic make-up (layout without fill, tap and decap cells) --
group                    after synthesis  count (layout)  share of synthesized area, %
XOR/XNOR                               1               1                          2.41
adder cells (fa/ha/maj)                7               7                          24.1
AND/OR/NAND/NOR                        8               8                          13.1
flip-flops                             8               8                          44.0
buffers and inverters                  8              15                          16.5
-- worst max path at each step --
| stage | cells past startpoint | end | start | slack [ns] |
|---|---|---|---|---|
| 5_1_grt | 9 | u8.Q$_SDFF_PP0_ | u1.Q$_SDFF_PP0_ | -0.28 |
| 4_1_cts | 9 | u8.Q$_SDFF_PP0_ | u1.Q$_SDFF_PP0_ | -0.22 |
| 6_report | 9 | u8.Q$_SDFF_PP0_ | u1.Q$_SDFF_PP0_ | -0.22 |
-- per-stage QoR --
stage,instances,TNS [ns]
after floorplan,32,-0.338
after global routing,85,-0.605
after CTS,84,-0.533
after detailed placement,81,-2.45
after global placement,81,-2.36
final,85,-0.434
-- placed cells by master, fill, tap and decap left out, drive strengths merged --
cell type,instances
nor2b,7
buf,2
dlygate4sd2,1
dfxtp,8
dlymetal6s2s,1
xnor2,1
clkdlybuf4s50,8
nor2,1
clkbuf,3
ha,7
-- power breakdown --
group          internal [mW]  leakage [nW]  switching [mW]
clock network         0.0912        0.0138          0.0684
logic                 0.0268         0.142          0.0108
registers              0.220        0.0655         0.00549
-- worst reg2reg max path, delay by kind of cell (launching register included) --
family,cells,cell delay (ns)
xor gates and xnor gates,1,0.14
DFF,1,0.33
adders and majority gates,7,1.06
and+or+nand+nor,1,0.05
No activity file was given, so power comes from the tool's default toggle rates.
