`design/flow/run.sh`:
```
#!/bin/bash
# OpenROAD 26Q1-2900-gdf79404cd8, Yosys 0.63+post, stock flow scripts
make -C /OpenROAD-flow-scripts/flow DESIGN_CONFIG=/design/flow/config.mk WORK_HOME=/design/flow/orfs finish
```
`design/flow/config.mk`:
```
export PLATFORM = sky130hd
export DESIGN_NAME = part2
export DESIGN_NICKNAME = part2
export VERILOG_FILES = /design/flow/design.v
export SDC_FILE = /design/flow/constraint.sdc
export NUM_CORES = 4
export LEC_CHECK = 1
export CORE_AREA = 10 10 107 107
export DIE_AREA = 0 0 117 117
```
`design/flow/constraint.sdc`:
```
current_design part2

set clk_period 7.8
set clk_io_pct 0.2

create_clock -name clk0 -period $clk_period [get_ports {ClockIn}]

set non_clock_inputs [all_inputs -no_clocks]
set_input_delay [expr $clk_period * $clk_io_pct] -clock clk0 $non_clock_inputs
set_output_delay [expr $clk_period * $clk_io_pct] -clock clk0 [all_outputs]
```
`design/flow/design.v`:
```
module part2
  #(parameter CLOCK_FREQUENCY = 50000000) (
  input ClockIn,
  input Reset,
  input [1:0] Speed,
  output [3:0] CounterValue
);
  wire Enable;
  RateDivider #(.CLOCK_FREQUENCY(CLOCK_FREQUENCY)) r1(.ClockIn(ClockIn), .Reset(Reset), .Speed(Speed), .Enable(Enable));
  DisplayCounter d1(.Clock(ClockIn), .Reset(Reset), .EnableDC(Enable), .CounterValue(CounterValue));
endmodule
module RateDivider #(parameter CLOCK_FREQUENCY=50000000) (
    input ClockIn,
    input Reset,
    input [1:0] Speed,
    output Enable
);
  reg [$clog2(CLOCK_FREQUENCY) :0] Q;
  always @(posedge ClockIn) begin
    if (Q == 0 || Reset) begin
          case (Speed)
              2'b00: Q <= 0;
              2'b01: Q <= CLOCK_FREQUENCY-1;
            2'b10: Q <= (CLOCK_FREQUENCY * 2)-1;
            2'b11: Q <= (CLOCK_FREQUENCY * 4)-1;
          endcase
      end
       else
        Q <= Q-1;
  end
  assign Enable = (Q == 0) ? 1'b1 : 1'b0;
endmodule
module DisplayCounter (
  input Clock,
  input Reset,
  input EnableDC,
  output reg [3:0] CounterValue
);
  always @(posedge Clock) begin
    if (Reset) begin
      CounterValue <= 4'b0000;
    end
    else if (EnableDC)
      CounterValue <= CounterValue + 1'b1;
  end
endmodule
```
==> flow_summary.toml <==
# synthesis and place-and-route metrics
[timing]
skew_ns = 0.006655
rsz0062_at_grt = "no"
final.setup.worst_slack_ns = 4.766
fin_crit_ns = 3.034
fin_setup_tns_ns = 0
max_freq_ghz = 0.3296
finalClockPeriodUsage_pct = 38.90
slew_violations = 0
report.final.setup_viol = 0
tightest_slew_ns = 0.8100
slew_headroom_pct = 45.50
finalHoldViolCount = 0
hold_slack_ns = 0.4904

[clock_network]
ctsHoldBuffers = 0
post-cts-setup-buffers = 0
clockBufferDepth = 2
clk-insertion-delay-late_ns = 0.28
cts-root-buf = "clkbuf_8"
cts-htree-levels = 2
clk_pin_slew_ns = 0.06
cts-buffers-inserted = 5
cts_resized = 0
cts_tree = "yes"
clock-sinks = 31

[placed_design]
post_dp_cell_area_um2 = 1798
dp_hpwl_mm = 2.494
portBuffers = 7
pre_cts_ws_ns = 4.421
gp_congestion = 0.8420

[synthesis]
top_area_cell = "dfxtp_1"
flop_cell = "dfxtp_1"
yosysCellCount = 182
syn_area_um2 = 1597
edf_count = 0
top_cell_area_share_pct = 38.87
synth_cell_types = 41
yosysWarnings = 2
area_leaders = "dfxtp_1 (39%), xnor2_1 (8.8%), a21oi_1 (5.6%)"
async_reset_ff_share_pct = 0
synth_area_per_cell_um2 = 8.772
syn_inst = 182
ys_ff = 31
yosysSeqAreaShare_pct = 38.87
ys_chip_area_um2 = 1597

[layout]
fin_area_um2 = 1886
syn_to_final_growth_pct = 18.10
post_route_cells_drive_above_1_share_pct = 9.948
fillers = 1023

[global_route]
overflow = 0
grt_pass1_wl_mm = 5.809
first_global_vias = 1198
grt_max_degree = 29
grt_usage_pct = 5.229
antenna_found_initial = 0

[drt]
drtPass1Iterations = 4
wirelength_mm = 3.446
drc_errors = 0
n_antenna_cell = 0
ant_nets = 0
drt_iter0_markers = 72
dr_total_vias = 1306
viasPerCell = 4.325
routedWlPerCell_um = 11.41

[min_path]
worstHoldPathType = "register to register"

[critical_path]
endpoint_kind = "register"
startpoint_type = "input port"
crit_fanout = 28
critPathKind = "input port to register"
cp.arrival_ns = 3.18
required_ns = 7.95

[floorplan]
rows = 35
num_io_pins = 8
chipHeight_um = 117
initial_utilization_pct = 17.36
die_w_um = 117
coreArea_um2 = 9196
die_area_um2 = 13690

[status]
outcome = "complete, no violations"

[job]
warnings = 29
cap_violations = 0

[power_and_ir_drop]
clockPowerShare_pct = 35.9
power_density_nw_per_um2 = 185.7
p_seq_share_pct = 53.6
intPower_w = 0.0002586
p_leak_nw = 0.6444
p_switching_w = 0.00009158
pwr-share-comb_pct = 10.5
switching_share_pct = 26.15
ir_drop_mv = 0.04767
-- cells in the final DEF, fill, tap and decap left out, types with 2 or more instances in the layout --
cell             count
a21oi_1             18
a31oi_1              4
clkbuf_8             6
clkdlybuf4s50_1      7
dfxtp_1             31
ha_1                 7
inv_1                6
mux2i_1              2
nand2_1              7
nand3_1              2
nand4_1              4
nor2_1              21
nor2b_1              2
nor3_1              14
nor4_1               7
o21ai_0              2
or2_2                2
or3_4                2
or4_1                4
or4_4                2
xnor2_1             16
xor2_1               3
-- power by group through the flow --
| stage | clock [W] | sequential [W] | combinational, W |
|---|---|---|---|
| after CTS | 0.000131 | 0.000187 | 0.0000370 |
| after global routing | 0.000139 | 0.000190 | 0.0000421 |
| final | 0.000126 | 0.000188 | 0.0000368 |
-- final timing paths --
| kind | from | to | slack, ns | cells after the start |
|---|---|---|---|---|
| setup / recovery | Reset | r1.Q[19]$_DFF_P_ | 4.77 | 5 |
| setup reg to reg | r1.Q[21]$_DFF_P_ | r1.Q[19]$_DFF_P_ | 5.30 | 6 |
| hold / removal | r1.Q[0]$_DFF_P_ | r1.Q[0]$_DFF_P_ | 0.49 | 1 |
| hold reg to reg | r1.Q[0]$_DFF_P_ | r1.Q[0]$_DFF_P_ | 0.49 | 1 |
-- cells by family (layout without fill, tap and decap cells) --
group                      count (synthesis)  in the layout  share of synthesized area [%]
and+or+nand+nor                           77             77                          27.90
buffers and inverters                     12             21                          2.821
AOI/OAI and AO/OA                         33             33                          12.54
adders and majority gates                  7              7                          5.486
xor gates and xnor gates                  19             19                          10.42
DFF                                       31             31                          38.87
muxes                                      3              3                          1.959
-- state kept, by name (all words and copies together) (netlist names) --
name	cells
r1.Q	27
d1.CounterValue	4
-- per-layer routing --
metal | vias to the layer above | GRT usage [%] | wire length [um]
met1 | 596 | 7.653 | 1739
met4 | 0 | 0.9061 | 17
met5 | - | 0 | 0
li1 | 677 | - | -
met3 | 2 | 1.496 | 192
met2 | 31 | 7.574 | 1496
-- final cells by class --
cell class	count	area (um^2)	area share, %
clock inverter	1	5.005	0.2654
tap	111	138.9	7.366
multi-input combinational	139	938.4	49.77
timing repair buffer	8	77.57	4.114
inverter	6	22.52	1.194
sequential	31	620.6	32.91
clock buffer	6	82.58	4.380
-- critical path: stages --
cell             delay [ns]
clkdlybuf4s50_1        0.76
a41oi_2                0.09
buf_4                  0.26
nor3_1                 0.43
a31oi_1                0.07
-- cells in the mapped netlist, drive strengths merged (2+ instances only) --
master  number
a21oi       18
a31oi        4
clkbuf       6
dfxtp       31
ha           7
inv          6
mux2i        2
nand2        7
nand3        2
nand4        4
nor2        21
nor2b        2
nor3        14
nor4         8
o21ai        2
or2          2
or3          4
or4          6
xnor2       16
xor2         3
-- through the flow --
step                      cells  power (W)  utilization, %
after CTS                   302  0.0003546           20.50
final                       302  0.0003501           20.50
after global placement      295  0.0002265           19.55
after detailed placement    295  0.0002272           19.55
after global routing        302  0.0003707           20.50
after floorplan             182  0.0002159               -
Power figures rest on the tool's default switching activity, not on a simulated workload.
